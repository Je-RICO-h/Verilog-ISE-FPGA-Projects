==> flow/design.v <==
`timescale 1ns / 1ps
module trafic(
        input wire clk,
        input wire clr,
        input wire enled,
        output reg [5:0] lights
    );
    reg [2:0] state;
    reg [3:0] count;
    parameter S0 = 3'b000, S1 = 3'b001, S2 = 3'b010, S2_5 = 3'b011,  S3 = 3'b100, S4 = 3'b101, S5 = 3'b110, S5_5 = 3'b111;
    parameter SEC5 = 4'b1111, SEC1 = 4'b0011;
    always @(posedge clk or posedge clr)
    begin
        if(clr == 1)
            begin
                state <= S0;
                count <= 0;
            end
        else case(state)
            S0: if(count < SEC5) begin
                    state <= S0;
                    count <= count + 1;
                 end
                 else begin
                    state <= S1;
                    count <= 0;
                 end
            S1: if(count < SEC1) begin
                    state <= S1;
                    count <= count + 1;
                 end
                 else begin
                    state <= S2;
                    count <= 0;
                 end
            S2: if(count < SEC1) begin
                    state <= S2;
                    count <= count + 1;
                 end
                 else begin
                    state <= S2_5;
                    count <= 0;
                 end
            S2_5: if(count < SEC1) begin
                    state <= S2_5;
                    count <= count + 1;
                 end
                 else begin
                    state <= S3;
                    count <= 0;
                 end
            S3: if(count < SEC5) begin
                    state <= S3;
                    count <= count + 1;
                 end
                 else begin
                    state <= S4;
                    count <= 0;
                 end
            S4: if(count < SEC1) begin
                    state <= S4;
                    count <= count + 1;
                 end
                 else begin
                    state <= S5;
                    count <= 0;
                 end
            S5: if(count < SEC1) begin
                    state <= S5;
                    count <= count + 1;
                 end
                 else begin
                    state <= S5_5;
                    count <= 0;
                 end
            S5_5: if(count < SEC1) begin
                    state <= S5_5;
                    count <= count + 1;
                 end
                 else begin
                    state <= S0;
                    count <= 0;
                 end
            default: state <= S0;
         endcase
       end
 always@(*)
 begin
    case(state)
        S0: lights = 6'b100_010;  
        S1: lights = 6'b100_110;
        S2: lights = 6'b100_100;
        S2_5: lights = 6'b110_100;
        S3: lights = 6'b010_100;
        S4: lights = 6'b110_100;
        S5: lights = 6'b100_100;
        S5_5: lights = 6'b100_110;
        default: lights = 6'b100_010;
    endcase
 end
endmodule
==> flow/run.sh <==
#!/bin/bash
# OpenROAD 26Q1-2900-gdf79404cd8, Yosys 0.63+post, stock flow scripts
make -C /OpenROAD-flow-scripts/flow DESIGN_CONFIG=/design/flow/config.mk WORK_HOME=/design/flow/orfs finish
==> flow/config.mk <==
export PLATFORM = sky130hd
export DESIGN_NAME = trafic
export DESIGN_NICKNAME = trafic
export VERILOG_FILES = /design/flow/design.v
export SDC_FILE = /design/flow/constraint.sdc
export NUM_CORES = 4
export LEC_CHECK = 1
export CORE_AREA = 10 10 70 70
export DIE_AREA = 0 0 80 80
==> flow/constraint.sdc <==
current_design trafic

set clk_period 1.7
set clk_io_pct 0.2

create_clock -name clk0 -period $clk_period [get_ports {clk}]

set non_clock_inputs [all_inputs -no_clocks]
set_input_delay [expr $clk_period * $clk_io_pct] -clock clk0 $non_clock_inputs
set_output_delay [expr $clk_period * $clk_io_pct] -clock clk0 [all_outputs]
==> GITHUB_STEP_SUMMARY <==
### Flow metrics

| Metric | Value |
|---|---|
| Status | finished clean |
| DRC Markers | 0 |
| Leak | 0.224 nW |
| Clock Latency Late Sink | 0.25 ns |
| Yosys cell types | 27 |
| Gate Count Post-Synth | 42 |
| Final worst setup slack | 0.0338 ns |
| Post-synth area from yosys stat | 410 um2 |
| Die width | 80 um |
| Chip height | 80 um |
| Share of cells above drive strength 1 | 28.8% |
| Grt ovf | 0 |
| Initial Utilization | 12.0% |
| Dpl hpwl | 608 um |
| Finished Layout Cells | 98 |
| OpenROAD warnings | 28 |
| Vias in the first global route | 314 |
| Tmin final | 1.67 ns |
| Nature of the critical path endpoint | primary output |
| Worst clock skew | 0.000262 ns |
| Tot GR Track Use | 2.74% |
| CORE AREA | 3420 um2 |
| # fillers | 388 |
| Top Layer Used | met3 |
| DR vias | 327 |
| # setup viols final | 0 |
| Avg Inst Size Synth | 9.77 um2 |
| Syn Std Cell Area | 410 um2 |
| Largest net degree at the start of global routing | 8 |
| Final core utilization | 16.4% |
| Max Cap Viol | 0 |
| Wire per inst | 8.28 um |
| Num ports | 9 |
| Post-CTS Hold Fix Bufs | 0 |
| Ordered cell list for the critical path | buf_4, nand3_1, o21ai_1, clkdlybuf4s50_1 |
| Yosys warns | 1 |
| Reg2reg path depth | 5 |
| Worst Setup Path Type | register to primary output |
| CTS Buf Count | 3 |
| Vias per cell | 3.34 |
| Layout Area Growth over Synthesis | 36.3% |
| Achievable Freq | 600 MHz |
| RSZ-0062 raised after global routing | true |
| CP peak stage delay | 0.47 ns |
| Placed cells | 91 |
| Critical path data arrival time | 1.33 ns |
| P per Cell Area | 578 nW/um2 |
| Full die area | 6400 um2 |
| Antenna violations before repair | 0 |
| First-pass GRT wire length | 1430 um |
| Yosys reg bits | 7 |
| Routed Antenna Nets | 0 |
| Slew Viols, Final | 0 |
| Startpoint Class | register |
| Final hold slack | 0.321 ns |
| Rows | 21 |
| Worst-path clk slew | 0.05 ns |
| Count of clock tree sinks | 7 |
| Antenna Cells | 0 |
| CTS tree | built |
| Worst-path fanout max | 3 |
| Routed WL | 811 um |
| Critical-path top delay cell | clkdlybuf4s50_1 |
| Routability cong. | 0.759 |
| Hold Path Class | input pin to async pin |
| Starting DRT DRC Count | 10 |
| WL met2 | 288 um |
| H-tree depth | 1 |
| Largest vdd supply drop | 345 uV |
| Ys cells | 42 |
| Clock Root Buffer | clkbuf_4 |
| Worst Path Required | 1.36 ns |
| DR WL met3 | 120 um |
| Final Hold Fails | 0 |
| Synth Seq Share | 42.7% |
| Setup TNS | 0 ns |
| Drt first pass iters | 3 |
| Placement Setup Slack | 0.141 ns |
| Met1 wire length | 402 um |
| Final period utilization | 98.0% |
| Worst-case clock buffer depth | 2 |
| Port Buffer Count | 5 |
-- path summary, 6_finish.rpt --
check | from | end | slack [ns]
min in group clk0 | state[2]$_DFF_PP0_ | state[2]$_DFF_PP0_ | 0.53
max in group asynchronous | clr | state[2]$_DFF_PP0_ | 1.15
hold / removal | clr | state[0]$_DFF_PP0_ | 0.32
setup reg to reg | state[1]$_DFF_PP0_ | state[0]$_DFF_PP0_ | 0.36
setup / recovery | state[0]$_DFF_PP0_ | lights[1] | 0.03
hold reg to reg | state[2]$_DFF_PP0_ | state[2]$_DFF_PP0_ | 0.53
-- cells in the final DEF (no fill, tap or decap), types with 2 or more instances in the layout --
master	n
a21oi_1	2
buf_4	5
clkbuf_4	3
clkdlybuf4s50_1	2
conb_1	2
dfrtp_1	5
dfrtp_2	2
dlygate4sd2_1	2
nand2_1	4
xnor2_1	3
-- cell families (layout without fill, tap and decap cells) --
kind of cell	after synthesis	after routing	synth area share (%)
XOR/XNOR	3	3	6.40
other	1	2	0.914
flip-flops	7	7	42.7
AND-OR/OR-AND	9	9	14.9
adder cells (fa/ha/maj)	1	1	3.05
multiplexers	1	1	2.44
AND/OR/NAND/NOR	14	14	19.8
buffers and inverters	6	15	9.75
-- power breakdown --
part           internal (mW)  switching [mW]
sequential             0.167               0
clock                 0.0895          0.0609
combinational        0.00215         0.00359
total                  0.259          0.0644
-- worst max-delay path, delay by kind of cell, from the launching register on --
family	cells	cell delay, ns
buf+inv	2	0.59
flops	1	0.35
compound gates	1	0.08
simple gates	1	0.06
-- stage by stage --
| step | instance area, um2 | power [mW] |
|---|---|---|
| 5_1_grt | 559 | 0.335 |
| 3_5_place_dp | 500 | 0.176 |
| 3_3_place_gp | 500 | 0.176 |
| 4_1_cts | 539 | 0.327 |
| 6_report | 559 | 0.323 |
| 2_1_floorplan | 414 | 0.176 |
-- sequential cells by signal, indices dropped and copies added (netlist names) --
register	count
state	3
count	4
-- synth_stat cells, drive strengths merged --
cell    count  share of area [%]
buf         5                8.8
a21oi       2                2.4
nor2        2                1.8
conb        1               0.91
o21ai       1                1.2
nand2       4                3.7
nor3        1                1.2
inv         1               0.91
a21o        1                2.1
and3b       1                2.1
and3        1                1.5
a31oi       1                1.5
nand3       2                3.7
ha          1                3.0
mux2i       1                2.4
a211oi      1                1.8
nor4        1                1.5
a21bo       1                2.4
xnor2       3                6.4
o21a        1                1.8
or3         2                4.3
o22ai       1                1.5
dfrtp       7                 43
-- final cells by class --
cell class / instances / area, um2 / area share [%]
inverters: 1 / 3.75 / 0.671
flip-flops and latches: 7 / 178 / 31.8
multi-input cells: 30 / 206 / 36.9
repair buffers: 10 / 87.6 / 15.7
clock buffers: 4 / 26.3 / 4.70
well taps: 46 / 57.6 / 10.3
-- layer usage --
metal | up-vias | track usage (%)
li1 | 163 | -
met1 | 152 | 3.77
met2 | 12 | 3.37
met3 | 0 | 2.27
met4 | 0 | 0
met5 | - | 0
-- timing repair --
action                                  in CTS  in global routing
endpoints found under the setup margin       4                  2
buffers inserted                             2                  1
cloned                                       0                  0
pin swaps                                    1                  0
endpoints found under the hold margin        0                  0
resized                                      2                  6
Power is estimated from default activity; no workload was simulated.
