<file path="flow/config.mk">
export PLATFORM = sky130hd
export DESIGN_NAME = vga_ScreenSaver
export DESIGN_NICKNAME = vga_ScreenSaver
export VERILOG_FILES = /design/flow/design.v
export SDC_FILE = /design/flow/constraint.sdc
export NUM_CORES = 4
export LEC_CHECK = 1
export CORE_UTILIZATION = 50
</file>
<file path="flow/design.v">
`timescale 1ns / 1ps
module vga_ScreenSaver(
    input wire vidon,
    input wire [10:0] hc, vc,
    input wire [11:0] M, 
    input wire [9:0] C1, R1,
    output wire [15:0] rom_addr16,
    output reg [3:0] red, green, blue
    );
    parameter hbp = 11'b00010010000;  
    parameter vbp = 11'b00000011111;  
    parameter W = 240;
    parameter H = 160;
    wire [10:0] xpix, ypix;
    wire [16:0] rom_addr1, rom_addr2;
    reg spriteon;
    assign ypix = vc-vbp-R1;
    assign xpix = hc-hbp-C1;
    assign rom_addr1 = {ypix,7'b0000000} + {1'b0,ypix,6'b000000} + 
                       {2'b00,ypix,5'b00000} + {3'b000,ypix,4'b0000};              
    assign rom_addr2 = rom_addr1 + {8'b00000000,xpix};
    assign rom_addr16 = rom_addr2[15:0];
    always@(*)
        begin
            if ((hc >= C1+hbp+2) && (hc < C1+hbp+W) && (vc >= R1+vbp) && (vc < R1+vbp+H))
                spriteon = 1;
            else
                spriteon = 0;
        end
    always@(*)
        begin
            red = 0;
            green = 0;
            blue = 0;
            if ((spriteon == 1) && (vidon == 1))
                begin
                    red = M[11:8];
                    green = M[7:4];
                    blue = M[3:0];
                end
        end
endmodule
</file>
<file path="flow/run.sh">
#!/bin/bash
# OpenROAD 26Q1-2900-gdf79404cd8, Yosys 0.63+post, stock flow scripts
make -C /OpenROAD-flow-scripts/flow DESIGN_CONFIG=/design/flow/config.mk WORK_HOME=/design/flow/orfs finish
</file>
<file path="flow/constraint.sdc">
current_design vga_ScreenSaver

set clk_period 10.0
set clk_io_pct 0.2

create_clock -name clk0 -period $clk_period

set non_clock_inputs [all_inputs -no_clocks]
set_input_delay [expr $clk_period * $clk_io_pct] -clock clk0 $non_clock_inputs
set_output_delay [expr $clk_period * $clk_io_pct] -clock clk0 [all_outputs]
</file>
==> flow_summary.json <==
{
  "status": "finished clean",
  "rsz0062_at_grt": "no",
  "hpwl_um": 6310,
  "layout_top_cells": "ha_1 (86), inv_1 (83), clkdlybuf4s50_1 (76)",
  "fmax_mhz": 103,
  "grt_antenna_before_repair": 0,
  "cp_data_required_time_ps": 8000,
  "vias_per_cell": 4.96,
  "core_um2": 6830,
  "worst-path-max-fanout": 3,
  "synthTopLogicFamily": "adder cells",
  "lay_top_count": "ha_1",
  "wl_um": 6950,
  "final_cells": 630,
  "maxCapViolCount": 0,
  "synth_cell_types": 42,
  "drt_pass1_iterations": 4,
  "fin_crit_sh_pct": 97.0,
  "cpPeakStageDelay_ps": 540,
  "setup_viol": 0,
  "synth_adder_area_share_pct": 48.5,
  "hold_viol": 0,
  "drive_gt1_share_pct": 8.61,
  "flops": 0,
  "start_kind": "input port",
  "track_usage_pct": 20.1,
  "min_period_ps": 9700,
  "relSlewSlack_pct": 65.1,
  "ys_warn_count": 1,
  "setup_slack_ps": 300,
  "yosysCellCount": 429,
  "synth.area.mux_share_pct": 0,
  "ant_nets": 0,
  "rows": 30,
  "seqCellArea_um2": 0,
  "hold_depth": 4,
  "antennaDiodeCount": 0,
  "xor_share_pct": 14.2,
  "worstSetupPathType": "in -> out",
  "dp.cells": 628,
  "overflow": 0,
  "wire_per_inst_um": 11.0,
  "aoi_share_pct": 14.2,
  "io_pins": 83,
  "syn_area_um2": 3540,
  "drt_iter0_drc": 88,
  "num_vias": 3122,
  "clkbuf_count": 0,
  "synth_seq_share_pct": 0,
  "syn_inst": 429,
  "p_leak_nw": 2.37,
  "io_buffers": 83,
  "place.gp.congestion": 0.919,
  "cp_common_cell": "fa_1",
  "slew_violations": 0,
  "cp_slowest_cell": "fa_1",
  "drc": 0,
  "simple_gate_area_share_pct": 13.4,
  "warnings": 40,
  "power.density_nw_per_um2": 338,
  "chip_area_um2": 7430,
  "die_w_um": 86.2,
  "fp-utilization_pct": 51.9,
  "grt_start_max_net_pins": 13,
  "worstMarginPinSlew_ps": 521,
  "worstPathCellList": "clkdlybuf4s50_1 > inv_1 > fa_1 > o21bai_1 > a21oi_1 > nor2b_1 > o41a_1 > or4_1 > and3_1 > fa_1 > fa_1 > fa_1 > inv_1 > ha_1 > inv_1 > o21bai_1 > a22o_1 > o41ai_2 > buf_4 > xnor2_2 > xnor2_1 > clkdlybuf4s50_1",
  "ir_drop_uv": 300,
  "worstHoldPathType": "in -> out",
  "arrival_ps": 7700,
  "synth_area_per_cell_um2": 8.26,
  "grt_pass1_wl_um": 12100,
  "grt_pass1_vias": 2900,
  "die-height_um": 86.2,
  "cp-end-kind": "primary output",
  "area_delta_synth_final_pct": 34.7,
  "hold_ws_ps": 4740,
  "ys_area_um2": 3540,
  "dp_slack_ps": -81.0
}
[per-stage QoR]
step	total power [mW]	TNS, ps	util (%)	cell area, µm²
floorplan	0.846	0	-	3540
detailed placement	1.59	-81.0	68.2	4660
global route	1.85	0	69.9	4770
CTS	1.61	0	68.3	4670
global placement	1.57	-35.9	68.2	4660
finish	1.62	0	69.9	4770
[cells by family after synthesis]
family                     count (synthesis)
and+or+nand+nor                           87
adders and majority gates                120
AOI/OAI and AO/OA                         75
xor gates and xnor gates                  56
buffers and inverters                     91
[Yosys cell counts, drive strengths merged, types with 5 or more instances]
library cell,instances,area share [%]
inv,88,9.3
o21a,8,1.7
and3,7,1.2
xor2,20,4.9
xnor2,35,8.7
fa,29,16
ha,91,32
nor2,16,1.7
nor3b,12,2.5
o21ai,17,2.4
nand3,13,1.8
nand2,9,0.95
nor3,8,1.1
a21o,5,1.1
a21oi,19,2.7
nor2b,6,1.1
[worst max-delay path: cells and delay by family]
family	cells	cell delay [ps]
adder cells (fa/ha/maj)	5	2300
buffers and inverters	6	1350
AND-OR/OR-AND	6	1160
AND/OR/NAND/NOR	3	650
XOR/XNOR	2	230
[path summary, 6_finish.rpt]
| path | to | slack, ps | start |
|---|---|---|---|
| worst min-delay path | rom_addr16[0] | 4740 | C1[0] |
| worst max-delay path | rom_addr16[15] | 300 | hc[3] |
[final cells by class]
cell class                 count  area, µm²
fill                         532       2060
inverter                      88        330
multi-input combinational    338       3290
tap                           96        120
timing repair buffer         108       1040
[report_power, final]
part | internal, mW | switching [mW] | total, mW
clock | 0 | 0 | 0
sequential | 0 | 0 | 0
combinational | 1.02 | 0.596 | 1.62
total | 1.02 | 0.596 | 1.62
[per-layer routing]
layer	vias to the layer above	track usage, %	share of wire [%]
met5	-	0	0
met4	0	0.152	0
met3	0	0.676	4.0
met2	60	32.6	45
met1	1395	32.6	51
li1	1667	-	-
[timing repair]
action,CTS,global route
hold buffers,0,0
buffers inserted,0,2
pin swaps,1,18
resized,2,25
endpoints found under the setup margin,1,2
Power figures rest on the tool's default switching activity, not on a simulated workload.
