<file path="flow/design.v">
`timescale 1ns / 1ps
module pwm( input clk,
            input rst,
            input [7:0] duty,
            output reg led
    );
    reg [16:0] count = 0;
    reg [16:0] period = 17'd99999;
    always @(posedge clk or posedge rst)
        if (rst == 1)
            count <= 0;
        else if (count < period)
            count <= count + 1;
        else
            count <= 0;
    always @(*)
        if (count[16:9] < duty)
            led <= 1;
        else
            led <= 0;
endmodule
`timescale 1ns / 1ps
module knightrider(
    input clk,
	input rst,
    input [1:0]mode,
    output [7:0] led
    );
parameter [20:0] speed=21'd2_097_100;
parameter [14:0] delay1=15'd19_512;
parameter [14:0] delay2=15'd15_512;
parameter [7:0] limit=8'd128;
wire inc,dec;
reg[7:0]data0=8'b0;
reg[7:0]data1=8'b0;
reg[7:0]data2=8'b0;
reg[7:0]data3=8'b0;
reg[7:0]data4=8'b0;
reg[7:0]data5=8'b0;
reg[7:0]data6=8'b0;
reg[7:0]data7=8'b0;
reg[20:0] krt_cnt=21'd0;
reg [14:0] del_cnt=15'd0;
reg [7:0] active=8'd1;
reg direction=1; 
reg direction_block=1;
reg [7:0] slow=8'd0;
wire kr_tick=(speed==krt_cnt);
wire del_tick=mode[1]?(delay1==del_cnt):(delay2==del_cnt);
wire [15:0] disp_data;
pwm pwm_0 (.clk(clk),.rst(rst),.duty(data0),.led(led[0]));
pwm pwm_1 (.clk(clk),.rst(rst),.duty(data1),.led(led[1]));
pwm pwm_2 (.clk(clk),.rst(rst),.duty(data2),.led(led[2]));
pwm pwm_3 (.clk(clk),.rst(rst),.duty(data3),.led(led[3]));
pwm pwm_4 (.clk(clk),.rst(rst),.duty(data4),.led(led[4]));
pwm pwm_5 (.clk(clk),.rst(rst),.duty(data5),.led(led[5]));
pwm pwm_6 (.clk(clk),.rst(rst),.duty(data6),.led(led[6]));
pwm pwm_7 (.clk(clk),.rst(rst),.duty(data7),.led(led[7]));
always@(posedge clk)
	begin
		if(rst|kr_tick)
			krt_cnt<=krt_cnt^krt_cnt;
		else
			krt_cnt<=krt_cnt+1;
	end
always @(posedge clk)
	begin
		if(rst)
			begin
				data0<=data0^data0;
				data1<=data1^data1;
				data2<=data2^data2;
				data3<=data3^data3;
				data4<=data4^data4;
				data5<=data5^data5;
				data6<=data6^data6;
				data7<=data7^data7;
				active<=8'd1;
				direction<=1;
				direction_block<=1;
				del_cnt<=del_cnt^del_cnt;
				slow<=slow^slow;
			end
		else if(mode[0])
			begin
				if(inc)
					begin
						data0<=data0+1;
						data1<=data1+1;
						data2<=data2+1;
						data3<=data3+1;
						data4<=data4+1;
						data5<=data5+1;
						data6<=data6+1;
						data7<=data7+1;
					end
				else if(dec)
					begin
						data0<=data0-1;
						data1<=data1-1;
						data2<=data2-1;
						data3<=data3-1;
						data4<=data4-1;
						data5<=data5-1;
						data6<=data6-1;
						data7<=data7-1;
					end
			end
		else
			begin
				if(kr_tick)
					begin
						if(direction)
							active<=active<<1;
						else
							active<=active>>1;
						if(((active==8'b0000_0010)|(active==8'b0100_0000))&~direction_block)
							begin
								direction_block<=~direction_block;
								direction<=~direction;
							end
						else if(active==8'b0001_0000)
							direction_block<=~direction_block;
						case(active)
							8'd1:	data0<=8'hFF;
							8'd2:	data1<=8'hFF;
							8'd4:	data2<=8'hFF;
							8'd8:	data3<=8'hFF;
							8'd16:	data4<=8'hFF;
							8'd32:	data5<=8'hFF;
							8'd64:	data6<=8'hFF;
							8'd128:	data7<=8'hFF;
						endcase
					end
				else
					begin
						if(del_tick)
							begin
								del_cnt<=del_cnt^del_cnt;
								if(|data0)
									begin
										if(data0>=limit | (slow[0]|mode[1]))
											data0<=data0-1;
										if(data0<limit)
											slow[0]<=~slow[0];
									end
								if(|data1)
									begin
										if(data1>=limit | (slow[1]|mode[1]))
											data1<=data1-1;
										if(data1<limit)
											slow[1]<=~slow[1];
									end
								if(|data2)
									begin
										if(data2>=limit | (slow[2]|mode[1]))
											data2<=data2-1;
										if(data2<limit)
											slow[2]<=~slow[2];
									end
								if(|data3)
									begin
										if(data3>=limit | (slow[3]|mode[1]))
											data3<=data3-1;
										if(data3<limit)
											slow[3]<=~slow[3];
									end
								if(|data4)
									begin
										if(data4>=limit | (slow[4]|mode[1]))
											data4<=data4-1;
										if(data4<limit)
											slow[4]<=~slow[4];
									end
								if(|data5)
									begin
										if(data5>=limit | (slow[5]|mode[1]))
											data5<=data5-1;
										if(data5<limit)
											slow[5]<=~slow[5];
									end
								if(|data6)
									begin
										if(data6>=limit | (slow[6]|mode[1]))
											data6<=data6-1;
										if(data6<limit)
											slow[6]<=~slow[6];
									end
								if(|data7)
									begin
										if(data7>=limit | (slow[7]|mode[1]))
											data7<=data7-1;
										if(data7<limit)
											slow[7]<=~slow[7];
									end
							end
						else
							del_cnt<=del_cnt+1;
					end
			end
	end
endmodule
</file>
<file path="flow/run.sh">
#!/bin/bash
# OpenROAD 26Q1-2900-gdf79404cd8, Yosys 0.63+post, stock flow scripts
make -C /OpenROAD-flow-scripts/flow DESIGN_CONFIG=/design/flow/config.mk WORK_HOME=/design/flow/orfs finish
</file>
<file path="flow/config.mk">
export PLATFORM = sky130hd
export DESIGN_NAME = knightrider
export DESIGN_NICKNAME = knightrider
export VERILOG_FILES = /design/flow/design.v
export SDC_FILE = /design/flow/constraint.sdc
export NUM_CORES = 4
export LEC_CHECK = 1
export CORE_UTILIZATION = 40
</file>
<file path="flow/constraint.sdc">
current_design knightrider

set clk_period 4.4
set clk_io_pct 0.2

create_clock -name clk0 -period $clk_period [get_ports {clk}]

set non_clock_inputs [all_inputs -no_clocks]
set_input_delay [expr $clk_period * $clk_io_pct] -clock clk0 $non_clock_inputs
set_output_delay [expr $clk_period * $clk_io_pct] -clock clk0 [all_outputs]
</file>
==> run_results.csv <==
group,metric,value,unit
power_and_ir_drop,switchingPower,1.24,mW
sta,slew_headroom,0.402,
route,num_antenna_cells,0,
synth,synth.top_cell.area_share,0.238,
global_routing,grt_pass1_vias,9619,
clock_tree,tritoncts,"built",
synth,synth-adder-area-share,0.0735,
sta,slew_violations,0,
sta,rsz0062_at_grt,"no",
global_routing,grt_start_max_net_pins,58,
final_layout,num-fill-cells,3211,
sta,layout_setup_ws,1.05,ns
setup_path,rr_worst_depth,7,
sta,tightest_slew,0.889,ns
global_routing,antenna_found_initial,0,
final_layout,design_area,15900,sq um
setup_path,cp.arrival,2.47,ns
route,ant_nets,0,
synth,flop_cell,"dfrtp_1",
route,routed_via_density,5.11,
synth,yosys_warnings,4,
power_and_ir_drop,p_per_area,338,nW/um^2
route,vias,9927,
sta,fmax,0.299,GHz
flow_run,warnings,35,
synth,ys_sh_aoi,0.102,
route,first_pass_iters,5,
global_routing,grt_usage,0.156,
clock_tree,post_cts_resized,0,
synth,synth_cell_type_count,60,
synth,largest_area_cell,"dfrtp_1",
final_layout,drive_gt1_frac,0.0914,
floorplanning,core_area,34900,sq um
status,status,"complete, no violations",
flow_run,cap_violations,0,
clock_tree,clock_sinks,254,
setup_path,worstSetupEndpoint,"led[3]",
min_path,hold_path.class,"register to register",
sta,finalSetupViolations,0,
sta,fin_crit_sh,0.761,
synth,ys_chip_area,14300,sq um
placement,io_buffers,11,
setup_path,crit_path_frequent_cell,"a21o_1",
synth,synth_cells,1446,
power_and_ir_drop,p_seq_frac,0.486,
placement,gp_congestion,0.842,
synth,ys_cells,1446,
sta,min_period,3.35,ns
setup_path,worstSetupEndpointType,"output pin",
route,wl_met2,11300,microns
setup_path,max_stage_delay,0.47,ns
synth,synth-edff-count,87,
clock_tree,cts.reportedPaths.clkPinSlew,0.06,ns
synth,avgSynthCellArea,9.89,sq um
floorplanning,row_count,68,
power_and_ir_drop,p_leak,6.88,nW
synth,async_reset_ff_frac,0.535,
floorplanning,fp.dieW,191,microns
setup_path,reg2reg_slack,1.34,ns
synth,common_cells,"nor2_1 (233), dfrtp_1 (136), xnor2_1 (123)",
setup_path,crit_chain,"inv_1, ha_1, a21o_1, a21o_1, a21oi_1, o21a_1, clkdlybuf4s50_1",
route,met1Wirelength,13500,microns
power_and_ir_drop,ir_drop,0.000305,V
synth,synthTopLogicFamily,"simple AND/OR/NAND/NOR gates",
synth,xor_area_frac,0.118,
clock_tree,clock_latency,0.55,ns
synth,ys_sh_mux,0.00490,
route,routed_wl,26300,microns
placement,post-dp-hpwl,17900,microns
power_and_ir_drop,switching_share,0.231,
power_and_ir_drop,pwr-share-clk,0.441,
setup_path,r2r-end,"data7[0]$_SDFFCE_PP0P_",
setup_path,path_class,"register to output pin",
floorplanning,die_h,191,microns
setup_path,crit_start,"data3[1]$_SDFFCE_PP0P_",
placement,place_area,14900,sq um
route,route.met3.wl,890,microns
sta,hold_viol_final,0,
setup_path,crit_required,3.52,ns
setup_path,r2r_start,"del_cnt[0]$_SDFFCE_PP0P_",
route,wl_per_cell,13.5,microns
final_layout,syn_to_final_growth,11.1,%
synth,top_cells_by_area,"dfrtp_1 (24%), edfxtp_1 (18%), xnor2_1 (7.5%)",
synth,simple_gate_area_frac,0.197,
clock_tree,ctsHoldBuffers,0,
floorplanning,die_area,36500,sq um
clock_tree,numCtsBuffers,28,
synth,netlist_area,14300,sq um
route,drc,0,
power_and_ir_drop,p_int,4.13,mW
synth,ys_seq_share,0.464,
placement,preCtsSetupSlack,0.787,ns
synth,ys_ff,254,
sta,final.setup_skew,0.0153,ns
clock_tree,cts_root_buf,"clkbuf_16",
floorplanning,ioPinCount,12,
floorplanning,initial_core_util,0.410,
clock_tree,cts_max_level,1,
global_routing,overflow,0,
synth,most_common_cell,"nor2_1",
route,drt_iter0_drc,422,
route,top_layer,"met4",
setup_path,startpoint_type,"register",
setup_path,cpMaxStageDelayCell,"clkdlybuf4s50_1",
sta,fin_tns_setup,0,ns
global_routing,grt_pass1_wl,45700,microns
setup_path,crit_fanout,4,
power_and_ir_drop,pwr-share-comb,0.073,
clock_tree,post_cts_buffers,0,
clock_tree,clock_tree.buffer_depth,3,
==> power groups by stage <==
stage         Clock [mW]  Sequential [mW]  Combinational, mW
CTS                 2.45             2.61              0.400
global route        2.54             2.62              0.448
finish              2.37             2.61              0.393
==> worst min path at each step <==
stage                            start                       end  slack (ns)  depth (start not counted)
CTS           pwm_1.count[0]$_DFF_PP0_  pwm_1.count[0]$_DFF_PP0_        0.48                          1
global route  pwm_1.count[0]$_DFF_PP0_  pwm_1.count[0]$_DFF_PP0_        0.51                          1
finish           krt_cnt[0]$_SDFF_PP0_     krt_cnt[0]$_SDFF_PP0_        0.48                          1
==> per-layer routing <==
metal | vias to the layer above | track usage
met5 | - | 0
met1 | 4671 | 0.255
met3 | 40 | 0.0249
met2 | 108 | 0.229
li1 | 5108 | -
met4 | 0 | 0.0299
==> per-stage QoR <==
step                      utilization  power (mW)  cells  hold WS (ns)
after CTS                       0.455        5.46   1943         0.484
after global routing            0.455        5.61   1943         0.505
after detailed placement        0.428        3.05   1891         0.470
after floorplan                     -        2.95   1446         0.437
after global placement          0.428        3.04   1891         0.462
final                           0.455        5.36   1943         0.483
==> worst max-delay path: cells and delay by family, from the launching register on <==
kind / cells / cell delay, ns
AND-OR/OR-AND: 4 / 0.65
adder cells (fa/ha/maj): 1 / 0.25
buffers and inverters: 2 / 0.62
flip-flops: 1 / 0.40
==> final cells by class <==
type | instances | area, sq um | share of cell area
clock buffer | 42 | 875 | 0.0550
clock inverter | 10 | 88.8 | 0.00559
inverter | 88 | 335 | 0.0211
multi-input combinational | 1061 | 7100 | 0.447
sequential | 254 | 6640 | 0.418
tap | 455 | 569 | 0.0358
timing repair buffer | 33 | 285 | 0.0180
==> cells by family after synthesis <==
logic type / after synthesis
AND-OR/OR-AND: 205
XOR/XNOR: 193
adder cells (fa/ha/maj): 84
buffers and inverters: 131
flip-flops: 254
multiplexers: 7
AND/OR/NAND/NOR: 572
==> state kept, by name (all words and copies together) (netlist names), 15 cells and up <==
name	count
pwm_7.count	17
pwm_6.count	17
pwm_0.count	17
pwm_2.count	17
pwm_3.count	17
pwm_1.count	17
del_cnt	15
pwm_5.count	17
krt_cnt	21
pwm_4.count	17
==> layout by cell type, fill, tap and decap left out, types with 42 or more instances in the layout <==
cell type    n
dfrtp_1    136
xnor2_1    123
xor2_1      70
nand4_1     42
nand3_1     72
inv_1       87
a21oi_1     53
edfxtp_1    87
a21oi_2     50
nor2_1     233
ha_1        84
nand2_1     67
Power figures rest on the tool's default switching activity, not on a simulated workload.
